===== ./design.v =====
module grid_interface (
    input logic clk, reset_n,            
    input logic [199:0] grid_state,      
    input  logic avs_read,                           
    output logic [31:0] avs_readdata,                
    input  logic [4:0] avalon_slave_0_address        
);
    always_ff @(posedge clk) begin
        if (avs_read) begin
            case (avalon_slave_0_address)
                5'd0:  avs_readdata <= {22'd0, grid_state[9:0]};
                5'd1:  avs_readdata <= {22'd0, grid_state[19:10]};
                5'd2:  avs_readdata <= {22'd0, grid_state[29:20]};
                5'd3:  avs_readdata <= {22'd0, grid_state[39:30]};
                5'd4:  avs_readdata <= {22'd0, grid_state[49:40]};
                5'd5:  avs_readdata <= {22'd0, grid_state[59:50]};
                5'd6:  avs_readdata <= {22'd0, grid_state[69:60]};
                5'd7:  avs_readdata <= {22'd0, grid_state[79:70]};
                5'd8:  avs_readdata <= {22'd0, grid_state[89:80]};
                5'd9:  avs_readdata <= {22'd0, grid_state[99:90]};
                5'd10: avs_readdata <= {22'd0, grid_state[109:100]};
                5'd11: avs_readdata <= {22'd0, grid_state[119:110]};
                5'd12: avs_readdata <= {22'd0, grid_state[129:120]};
                5'd13: avs_readdata <= {22'd0, grid_state[139:130]};
                5'd14: avs_readdata <= {22'd0, grid_state[149:140]};
                5'd15: avs_readdata <= {22'd0, grid_state[159:150]};
                5'd16: avs_readdata <= {22'd0, grid_state[169:160]};
                5'd17: avs_readdata <= {22'd0, grid_state[179:170]};
                5'd18: avs_readdata <= {22'd0, grid_state[189:180]};
                5'd19: avs_readdata <= {22'd0, grid_state[199:190]};
                default: avs_readdata <= 32'd0;
            endcase
        end
    end
endmodule

===== ./run.sh =====
#!/bin/bash
# OpenROAD 26Q1-2900-gdf79404cd8, Yosys 0.63+post, stock flow scripts
make -C /OpenROAD-flow-scripts/flow DESIGN_CONFIG=/design/flow/config.mk WORK_HOME=/design/flow/orfs finish

===== ./config.mk =====
export PLATFORM = sky130hd
export DESIGN_NAME = grid_interface
export DESIGN_NICKNAME = grid_interface
export VERILOG_FILES = /design/flow/design.v
export SDC_FILE = /design/flow/constraint.sdc
export NUM_CORES = 4
export LEC_CHECK = 1
export CORE_AREA = 10 10 100 100
export DIE_AREA = 0 0 110 110
export SYNTH_HDL_FRONTEND = slang

===== ./constraint.sdc =====
current_design grid_interface

set clk_period 3.9
set clk_io_pct 0.2

create_clock -name clk0 -period $clk_period [get_ports {clk}]

set non_clock_inputs [all_inputs -no_clocks]
set_input_delay [expr $clk_period * $clk_io_pct] -clock clk0 $non_clock_inputs
set_output_delay [expr $clk_period * $clk_io_pct] -clock clk0 [all_outputs]

==> flow_summary_export.csv <==
group,metric,value,unit
clocking,cts_buffer_depth,2,
logic_synthesis,synthArstFlopShare,0,%
clocking,cts_max_level,1,
run,warning_count,27,
run_status,status,"complete, no violations",
floorplan,core.rowCount,32,
min_path,hold_path.class,"in2reg",
setup_path,slowest_delay,0.71,ns
drt,drtPass1Iterations,5,
logic_synthesis,synth_top_area_share,13.7,%
final_timing,tns,0,ns
logic_synthesis,synth_cell_types,51,
clocking,cts_sinks,10,
setup_path,critPathKind,"in2reg",
logic_synthesis,postSynthAreaPerCell,7.88,um2
clocking,cts_buffers,3,
drt,drt_iter0_drc,246,
power_and_ir_drop,vdd_drop_max,66.7,uV
grt,grt_pass1_vias,3428,
final_timing,fin_hold_ws,1.25,ns
grt,grt-ovfl-total,0,
cells_and_area,stdcell_count,594,
logic_synthesis,synth_area_leader_cell,"edfxtp_1",
floorplan,die_width,110,um
setup_path,startpoint_type,"primary input",
floorplan,die.size.y,110,um
final_timing,worst_slack,0.804,ns
power_and_ir_drop,leakage,1.61,nW
drt,routed_wl,14400,um
setup_path,worst_ep_required_time,3.99,ns
floorplan,core-area,7810,um2
placement,place_ws,0.638,ns
floorplan,dieArea,12100,um2
clocking,path_clk_slew,0.04,ns
logic_synthesis,ys_seq_share,13.7,%
logic_synthesis,ys_cells,278,
setup_path,path_cells,"clkdlybuf4s50_1 > buf_4 > nor3_1 > and3_1 > a221oi_1 > and4_1 > nand4_1",
final_timing,worst_pin_slew,0.851,ns
placement,io_buffers,216,
final_timing,fin_crit_sh,79.4,%
cells_and_area,drive_gt1_share,7.32,%
clocking,cts-root-buf,"clkbuf_8",
drt,wl_per_cell,24.3,um
power_and_ir_drop,pwr_density_cell,142,nW/um2
grt,grt_pass1_wl,20300,um
placement,hpwl,12500,um
drt,drc,0,
setup_path,worstPathBufferInverterCount,2,
clocking,cts_tree,"yes",
final_timing,hold_viol,0,
logic_synthesis,common_cells,"a22oi_1 (33), buf_4 (28), nor2_1 (27), mux2i_1 (19), nand2_1 (13)",
final_timing,relSlewSlack,42.8,%
placement,placed_cells,591,
run,maxCapViolations,0,
cells_and_area,largest_register_ffs,10,
logic_synthesis,yosysChipArea,2190,um2
logic_synthesis,yosys_warnings,0,
setup_path,critPathArrivalTime,3.18,ns
floorplan,fp_util,28.1,%
logic_synthesis,yosysMostFrequentCell,"a22oi_1",
cells_and_area,syn_to_final_growth,101,%
power_and_ir_drop,total_power,0.628,mW
drt,vias,3171,
cells_and_area,largest-register,"avs_readdata",
final_timing,fmax,0.323,GHz
drt,drtAntennaViolNets,0,
logic_synthesis,ys_ff,10,
clocking,post_cts_buffers,0,
final_timing,setup_viol,0,
floorplan,io_pins,240,
final_timing,rsz0062_at_grt,"no",
logic_synthesis,topCellsByArea,"edfxtp_1 (14%), a22oi_1 (11%), buf_4 (9.6%), mux2i_1 (8.7%), mux2_2 (5.1%)",
clocking,post_cts_resized,0,
drt,vias_per_cell,5.34,
final_timing,drv_slew,0,
logic_synthesis,synth.cell_area,2190,um2
setup_path,end_kind,"flop",
logic_synthesis,ff_type,"edfxtp_1",
grt,grt_max_degree,20,
grt,grt_usage,22.5,%
setup_path,critPathTopFamily,"simple AND/OR/NAND/NOR gates",
setup_path,slowest_stage,"nor3_1",
final_timing,period_needed,3.10,ns
logic_synthesis,synth-edff-count,10,
drt,antenna_cells,0,
grt,antenna_found_initial,0,
placement,gp_congestion,0.951,
cells_and_area,biggestRegsByFlops,"avs_readdata x10",
logic_synthesis,syn-instance-count,278,
clocking,cts_hold_buffers,0,
setup_path,path_max_fanout,17,
[worst paths after layout]
check | to | slack (ns) | start | cells past startpoint
worst min-delay path | avs_readdata[4] | 1.25 | grid_state[104] | 3
worst max-delay path | avs_readdata[9] | 0.80 | avalon_slave_0_address[1] | 7
[logic make-up (layout without fill, tap and decap cells)]
family,after synthesis,count (layout),synth area share [%]
other,1,22,0.171
and+or+nand+nor,111,111,28.3
buffers and inverters,42,235,13.8
muxes,30,30,14.8
AOI/OAI and AO/OA,84,84,29.2
DFF,10,10,13.7
[per-layer routing]
metal  track usage (%)  vias to the layer above  wire [um]
met4              2.60                        0        127
li1                  -                     1507          -
met5                 0                        -          0
met1              28.3                     1458       5430
met2              38.7                      194       7290
met3              6.29                       12       1590
[report_power, final]
| part | internal, mW | switching [mW] | total (mW) | leakage (nW) |
|---|---|---|---|---|
| clock network | 0.0670 | 0.0341 | 0.101 | 0.0216 |
| registers | 0.136 | 0.00308 | 0.139 | 0.0965 |
| logic | 0.260 | 0.128 | 0.388 | 1.50 |
| total | 0.463 | 0.166 | 0.628 | 1.61 |
[layout by cell type, fill, tap and decap left out, types with 3 or more instances in the layout]
cell	Yosys	layout
a22o_1	8	8
nor2_2	3	3
nand3_1	5	5
nand4_1	11	11
nor4_1	8	8
nand2_1	13	13
clkdlybuf4s50_1	0	216
a21oi_1	9	9
buf_4	28	14
mux2_2	10	10
a32oi_1	11	11
a22oi_1	33	33
edfxtp_1	10	10
conb_1	1	22
nor3_1	9	9
and2_1	3	3
o21ai_0	3	3
mux2i_1	19	19
nand2b_1	4	4
and4_1	4	4
clkbuf_8	0	3
a221oi_1	6	6
nor2_1	27	27
nand3b_1	5	5
[stage by stage]
step / instance area (um2) / utilization (%)
detailed placement: 4370 / 56.0
CTS: 4410 / 56.5
finish: 4410 / 56.5
global placement: 4370 / 56.0
global route: 4410 / 56.5
floorplan: 2270 / -
[area by class of cell]
cell class | count | area [um2]
fill | 736 | 3400
timing repair buffer | 230 | 2270
multi-input combinational | 247 | 1670
sequential | 10 | 300
tap | 102 | 128
clock buffer | 3 | 41.3
inverter | 2 | 7.51
No activity file was given, so power comes from the tool's default toggle rates.
